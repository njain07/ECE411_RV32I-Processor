==> ./design.v <==
package rv32i_types;
typedef enum bit [6:0] {
    op_lui   = 7'b0110111,  
    op_auipc = 7'b0010111,  
    op_jal   = 7'b1101111,  
    op_jalr  = 7'b1100111,  
    op_br    = 7'b1100011,  
    op_load  = 7'b0000011,  
    op_store = 7'b0100011,  
    op_imm   = 7'b0010011,  
    op_reg   = 7'b0110011,  
    op_csr   = 7'b1110011   
} rv32i_opcode;
typedef enum bit [2:0] {
    beq  = 3'b000,
    bne  = 3'b001,
    blt  = 3'b100,
    bge  = 3'b101,
    bltu = 3'b110,
    bgeu = 3'b111
} branch_funct3_t;
typedef enum bit [2:0] {
    lb  = 3'b000,
    lh  = 3'b001,
    lw  = 3'b010,
    lbu = 3'b100,
    lhu = 3'b101
} load_funct3_t;
typedef enum bit [2:0] {
    sb = 3'b000,
    sh = 3'b001,
    sw = 3'b010
} store_funct3_t;
typedef enum bit [2:0] {
    add  = 3'b000,  
    sll  = 3'b001,
    slt  = 3'b010,
    sltu = 3'b011,
    axor = 3'b100,
    sr   = 3'b101,  
    aor  = 3'b110,
    aand = 3'b111
} arith_funct3_t;
typedef enum bit [2:0] {
    alu_add = 3'b000,
    alu_sll = 3'b001,
    alu_sra = 3'b010,
    alu_sub = 3'b011,
    alu_xor = 3'b100,
    alu_srl = 3'b101,
    alu_or  = 3'b110,
    alu_and = 3'b111
} alu_ops;
typedef struct packed {
    rv32i_opcode opcode;
    alu_ops aluop;
    branch_funct3_t cmpop;
    logic load_regfile;
    logic cmpmux_sel;
    logic alumux1_sel;
    logic mem_read;
    logic mem_write;
    logic [2:0] funct3;
    logic [2:0] memwbmux_sel;  
    logic [2:0] alumux2_sel;
    logic [4:0] rd;
    logic [4:0] rs1;
    logic [4:0] rs2;
    logic branch;
    logic jump;
    logic forwardA;
    logic forwardB;
} rv32i_control_word;
typedef logic [31:0] rv32i_word;
typedef logic [4:0] rv32i_reg;
typedef logic [3:0] rv32i_mem_wmask;
endpackage : rv32i_types
module regfile
(
    input clk,
    input load,
    input [31:0] in,
    input [4:0] src_a, src_b, dest,
    output logic [31:0] reg_a, reg_b
);
logic [31:0] data [32]  ;
initial
begin
    for (int i = 0; i < $size(data); i++)
    begin
        data[i] = 32'b0;
    end
end
always_ff @(posedge clk)
begin
    if (load && dest)
    begin
        data[dest] = in;
    end
end
always_comb
begin
    reg_a = src_a ? data[src_a] : 0;
    reg_b = src_b ? data[src_b] : 0;
end
endmodule : regfile
==> ./run.sh <==
#!/bin/bash
# OpenROAD 26Q1-2900-gdf79404cd8, Yosys 0.63+post, stock flow scripts
make -C /OpenROAD-flow-scripts/flow DESIGN_CONFIG=/design/flow/config.mk WORK_HOME=/design/flow/orfs finish
==> ./config.mk <==
export PLATFORM = sky130hd
export DESIGN_NAME = regfile
export DESIGN_NICKNAME = regfile
export VERILOG_FILES = /design/flow/design.v
export SDC_FILE = /design/flow/constraint.sdc
export NUM_CORES = 4
export LEC_CHECK = 1
export CORE_UTILIZATION = 30
==> ./constraint.sdc <==
current_design regfile

set clk_period 5.9
set clk_io_pct 0.2

create_clock -name clk0 -period $clk_period [get_ports {clk}]

set non_clock_inputs [all_inputs -no_clocks]
set_input_delay [expr $clk_period * $clk_io_pct] -clock clk0 $non_clock_inputs
set_output_delay [expr $clk_period * $clk_io_pct] -clock clk0 [all_outputs]
==> results.txt <==
Notes from the flow run.

Global routing:
- The run gives the pin count of the biggest net entering global routing as 69.
- The first global-routing pass estimated 220000 um of wire.
- The run gives the via count of the first global-routing pass as 30300.
- The run gives the remaining global-route overflow as 0.
- The initial antenna violation count was 8.
- The run gives the total global-route track usage as 0.206.

Synth:
- For this run the top cell type by instance count after synthesis was edfxtp_1.
- After synthesis, the share of flip-flops with an asynchronous set or reset is 0.
- The commonest cells after synthesis are edfxtp_1 (1024), mux2i_1 (320), mux4_2 (316).
- The run gives the most frequently used flop master after synthesis as edfxtp_1.
- Yosys reports a chip area of 47900 um2.
- The run puts the fraction of synthesized cell area taken by the top area cell type at 0.642.
- Summed over all instances, the cell type with the most area after synthesis is edfxtp_1.
- The share of the Yosys chip area taken by registers is 0.642.
- The run gives the number of different library cells in the post-synthesis netlist as 39.
- In this run the mean area of a mapped cell was 18.7 um2.
- The run gives the summed instance area of the synthesized netlist as 47900 um2.
- Ranked by total cell area, the synthesized netlist is headed by edfxtp_1 (64%), mux4_2 (15%), mux2i_1 (6.7%).
- The run puts the instance tally after logic synthesis at 2564.
- The synthesis stat section lists a flop and latch total of 1024.
- The run gives the number of flops mapped to enable cells by yosys as 1024.
- The run gives the total of warnings raised by yosys as 1.
- The run puts the number of standard cells reported by yosys at 2564.

Critical path:
- Per the timing report, the biggest fanout along the worst path comes to 51.
- The run puts the highest cell delay on the worst timing path at 710 ps.
- The OpenROAD report gives the critical path a data arrival time of 4250 ps.
- The run puts the worst path required time at 4720 ps.
- By startpoint and endpoint, the worst setup path is classified as in -> out.
- On the critical path, the stage with the largest delay is an instance of a211oi_1.
- STA classifies the critical path startpoint as an input port.
- The signal on the critical path passes through buf_8 -> buf_4 -> mux2i_1 -> a22oi_1 -> nand4_1 -> a211oi_1 -> clkdlybuf4s50_1.
- The worst setup path is captured at an output pin.

Job:
- The run puts the stage-log warning count at 26.
- The run puts the max capacitance violation total at 0.

Floorplan:
- The initialized floorplan defines 146 standard-cell rows.
- Per the OpenROAD floorplan log, the area of the core is 158000 um2.
- 113 I/O pins were placed.
- The run gives the overall die height as 402 um.
- The run gives the total die size as 161000 um2.
- The run puts the starting utilization of the core area at 0.302.
- The run puts the width of the chip at 402 um.

Power:
- The run gives the highest ir drop seen on vdd as 0.249 mV.
- The run gives the power per standard cell area as 288 nW/um2.
- The run puts the static power due to leakage at 17.9 nW.

Min path:
- For the worst min-delay path, the startpoint reported by OpenROAD is in[19].
- Counting instances, the worst hold path has a depth of 2.
- The path with the worst hold slack has its endpoint at data[11][19]$_DFFE_PP_.
- The min-delay analysis places its worst path in the category in -> reg.

Clocking:
- The clock net in this run drives a total of 1024 sinks.
- The number of hold buffers added after CTS was 0.
- The run puts the total CTS buffers at 100.
- The run gives the number of cells upsized or downsized after cts as 0.
- TritonCTS built the clock tree.
- The run puts the clock edge transition at the registers on the reported setup and hold paths at 60 ps.
- The run gives the maximum number of buffers from clock root to sink as 3.
- Per the CTS log, the root buffer master is clkbuf_16.
- CTS built an H-tree with a depth of 3.
- The run puts the number of buffers inserted by post-CTS setup repair at 0.

Placed design:
- The run gives the number of cells in the design after placement as 4754.
- For this run the detailed placement stage logged an HPWL of 91800 um.
- The run gives the final weighted congestion in routability-driven placement as 0.914.
- Port buffering added 112 buffers.

Routing:
- The run puts the total detailed-routing wirelength at 156000 um.
- Before antenna repair, the detailed router went through 5 iterations.
- The run puts the number of design rule violations left after detail routing at 0.
- The run puts the first-iteration detailed-routing DRC count at 1757.
- Once detail routing completed, the nets flagged for antenna violations numbered 0.
- Dividing the detail-routed wire length by the instance count gives 31.7 um.
- The run gives the via count as 28000.
- Using the TritonRoute via totals, the vias-per-cell ratio works out to 5.66.

Layout:
- The run gives the area occupied by registers as 30700 um2.
- The finished layout holds 4938 standard cells, fillers aside.
- The run puts the share of cells above drive strength 1 at 0.285.
- The run gives the area of combinational cells with multiple inputs as 16400 um2.
- The run gives the count of fill cells added during filler insertion as 14500.
- In this run the layout overhead on the synthesized area is reported as 16.5%.
- The run puts the number of flip-flops under the largest register name at 1024.

Final timing:
- Setup repair after global routing left no endpoint under its margin.
- The run gives the number of setup violations in the final report as 0.
- Summed over all failing endpoints, the final setup total negative slack is 0 ps.
- The run puts the final clock period utilization by the worst path at 0.921.
- The run gives the upper clock frequency limit as 184 MHz.
- Counting endpoints that fail hold in the final report gives 0.
- The run gives the final count of pins violating max slew as 0.
- The run puts the final period demand of the worst path at 5430 ps.
- For the pin with the worst max-slew slack, the measured transition is 950 ps.
- Checking max transition, the worst relative margin is 0.365.

Outcome:
- The run finished with clean final reports.
-- metrics by stage --
step / area, um2 / power (W) / hold WS [ps] / setup WS [ps] / utilization
final: 55800 / 0.0161 / 1290 / 469 / 0.352
after CTS: 55800 / 0.0162 / 1260 / 456 / 0.352
after global routing: 55800 / 0.0165 / 1300 / 443 / 0.352
after global placement: 52500 / 0.00983 / 2010 / 428 / 0.332
after floorplan: 48000 / 0.00912 / 1280 / 2130 / -
after detailed placement: 52500 / 0.00983 / 2010 / 490 / 0.332
-- kinds of logic after synthesis --
logic type / synth area share
and+or+nand+nor: 0.0218
AOI/OAI and AO/OA: 0.0615
muxes: 0.250
DFF: 0.642
other: 0.0000783
buffers and inverters: 0.0244
-- how the worst max path moves through the flow --
stage	slack (ps)	start	to	cells past startpoint
after CTS	460	src_b[2]	reg_b[20]	7
final	470	src_b[2]	reg_b[20]	7
after global routing	440	src_b[2]	reg_b[20]	7
-- cell usage in the layout, fill, tap and decap left out, types with 11 or more instances in the layout --
master and count:
edfxtp_1 1024, mux2i_1 320, mux4_2 316, buf_4 173, clkdlybuf4s50_1 102, clkbuf_16 101, nand2_1 85, o221ai_1 64
a22oi_1 64, mux2_2 64, a211oi_1 53, o21ai_0 50, a221oi_1 38, mux4_1 36, nor2_4 33, a21oi_1 32
nand4_1 32, nor2b_1 32, a311oi_1 32, conb_1 32, clkinv_2 22, buf_12 18, a221oi_2 16, clkbuf_1 15
clkinvlp_4 13, clkinv_1 12, a211oi_2 11
-- power by group --
part | total (W) | switching [W] | internal [W] | leakage, nW
Sequential | 0.00815 | 0.0000428 | 0.00811 | 9.25
Clock | 0.00641 | 0.00282 | 0.00359 | 1.56
Combinational | 0.00152 | 0.000866 | 0.000657 | 7.12
-- per-layer routing --
metal	share of wire	track usage
met1	0.32	0.226
met2	0.46	0.307
met5	0.0018	0.0128
met4	0.038	0.0630
met3	0.18	0.160
-- final cells by class --
type                            count  area share
Antenna cell                        1   0.0000449
Clock buffer                      116      0.0463
Clock inverter                     67      0.0120
Inverter                            2    0.000179
Multi-Input combinational cell   1354       0.294
Sequential cell                  1024       0.551
Tap cell                         2072      0.0465
Timing Repair Buffer              302      0.0498
-- critical path, delay by kind of cell --
family	cells	cell delay, ps
and+or+nand+nor	1	130
muxes	1	180
buffers and inverters	3	1670
AOI/OAI and AO/OA	2	940
Power figures rest on the tool's default switching activity, not on a simulated workload.
