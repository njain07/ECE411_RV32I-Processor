$ cat flow/run.sh
#!/bin/bash
# OpenROAD 26Q1-2900-gdf79404cd8, Yosys 0.63+post, stock flow scripts
make -C /OpenROAD-flow-scripts/flow DESIGN_CONFIG=/design/flow/config.mk WORK_HOME=/design/flow/orfs finish
$ cat flow/config.mk
export PLATFORM = sky130hd
export DESIGN_NAME = branch_predictor
export DESIGN_NICKNAME = branch_predictor
export VERILOG_FILES = /design/flow/design.v
export SDC_FILE = /design/flow/constraint.sdc
export NUM_CORES = 4
export LEC_CHECK = 1
export CORE_UTILIZATION = 50
$ cat flow/constraint.sdc
current_design branch_predictor

set clk_period 71.5
set clk_io_pct 0.2

create_clock -name clk0 -period $clk_period [get_ports {clk}]

set non_clock_inputs [all_inputs -no_clocks]
set_input_delay [expr $clk_period * $clk_io_pct] -clock clk0 $non_clock_inputs
set_output_delay [expr $clk_period * $clk_io_pct] -clock clk0 [all_outputs]
$ cat flow/design.v
package rv32i_types;
typedef enum bit [6:0] {
    op_lui   = 7'b0110111,  
    op_auipc = 7'b0010111,  
    op_jal   = 7'b1101111,  
    op_jalr  = 7'b1100111,  
    op_br    = 7'b1100011,  
    op_load  = 7'b0000011,  
    op_store = 7'b0100011,  
    op_imm   = 7'b0010011,  
    op_reg   = 7'b0110011,  
    op_csr   = 7'b1110011   
} rv32i_opcode;
typedef enum bit [2:0] {
    beq  = 3'b000,
    bne  = 3'b001,
    blt  = 3'b100,
    bge  = 3'b101,
    bltu = 3'b110,
    bgeu = 3'b111
} branch_funct3_t;
typedef enum bit [2:0] {
    lb  = 3'b000,
    lh  = 3'b001,
    lw  = 3'b010,
    lbu = 3'b100,
    lhu = 3'b101
} load_funct3_t;
typedef enum bit [2:0] {
    sb = 3'b000,
    sh = 3'b001,
    sw = 3'b010
} store_funct3_t;
typedef enum bit [2:0] {
    add  = 3'b000,  
    sll  = 3'b001,
    slt  = 3'b010,
    sltu = 3'b011,
    axor = 3'b100,
    sr   = 3'b101,  
    aor  = 3'b110,
    aand = 3'b111
} arith_funct3_t;
typedef enum bit [2:0] {
    alu_add = 3'b000,
    alu_sll = 3'b001,
    alu_sra = 3'b010,
    alu_sub = 3'b011,
    alu_xor = 3'b100,
    alu_srl = 3'b101,
    alu_or  = 3'b110,
    alu_and = 3'b111
} alu_ops;
typedef struct packed {
    rv32i_opcode opcode;
    alu_ops aluop;
    branch_funct3_t cmpop;
    logic load_regfile;
    logic cmpmux_sel;
    logic alumux1_sel;
    logic mem_read;
    logic mem_write;
    logic [2:0] funct3;
    logic [2:0] memwbmux_sel;  
    logic [2:0] alumux2_sel;
    logic [4:0] rd;
    logic [4:0] rs1;
    logic [4:0] rs2;
    logic branch;
    logic jump;
    logic forwardA;
    logic forwardB;
} rv32i_control_word;
typedef logic [31:0] rv32i_word;
typedef logic [4:0] rv32i_reg;
typedef logic [3:0] rv32i_mem_wmask;
endpackage : rv32i_types
module bht_array #(
	parameter s_index = 10,
	parameter width = 2
)
(
	input logic 				clk,
	 							read,
	 							load,
	input logic [s_index-1:0] 	rindex,
					 			windex,
	input logic [width-1:0]		datain,
	output logic [width-1:0] 	dataout
);
localparam num_sets = 2**s_index;
logic [width-1:0] data [num_sets-1:0]  ;
assign dataout = data[rindex];
initial
begin
    for (int i = 0; i < num_sets; i++)
    begin
        data[i] = 2'b01;
    end
end
always_ff @(posedge clk)
begin
    if(load)
        data[windex] <= datain;
end
endmodule : bht_array
module branch_predictor #(
	parameter s_index = 10
)
(
	input logic 				clk,
	input logic [s_index-1:0] 	rindex,
	 							windex,
	input logic 				br_en,
								jump,
								branch,
								load_bht,
	input logic [1:0] 			idex_pred_state,
  	output logic [1:0]			pred
);
logic [1:0] new_pred;
bht_array #(.s_index(s_index)) bht_array
(
	.clk,
	.read(1'b1),
	.load(load_bht),
	.rindex(rindex),
	.windex(windex),
	.datain(new_pred),
	.dataout(pred)
);
always_comb begin
	new_pred = 0;
    case(idex_pred_state)
      2'b00 : begin
        if((branch & br_en) | jump) new_pred = 2'b01;
        else new_pred = 2'b00;
      end
      2'b01 : begin
        if((branch & br_en) | jump) new_pred = 2'b10;
        else new_pred = 2'b00;
      end
      2'b10 : begin
        if((branch & br_en) | jump) new_pred = 2'b11;
        else new_pred = 2'b01;
      end
      2'b11 : begin
        if((branch & br_en) | jump) new_pred = 2'b11;
        else new_pred = 2'b10;
      end
    endcase
end
endmodule : branch_predictor
==> results_dict.tcl <==
# implementation run metrics
set metrics [dict create \
    grt_pass1_vias 48371 \
    max_slew_margin 0.2915 \
    firstDrtPassIters 7 \
    ctsHoldBuffers 0 \
    nFillCells 12666 \
    drt_iter0_markers 3425 \
    dr_total_vias 44627 \
    drive_gt1_frac 0.1892 \
    whs_ns 14.44 \
    regArea_um2 61500 \
    aoi_share 0.02974 \
    p_leak_uw 0.02884 \
    ys_area_um2 84150 \
    post_drt_wl_per_cell_um 31.78 \
    post-cts-setup-buffers 0 \
    cts_buffers 206 \
    overflow 0 \
    log.warning_count 34 \
    die_height_um 412.2 \
    maxCapViolations 0 \
    final_cells 7207 \
    ff_type "edfxtp_1" \
    logic_area_um2 20690 \
    dpl.hpwl_um 131200 \
    crit_path_end_kind "output pin" \
    num_rows 150 \
    hold_viol 0 \
    dp_cells 6825 \
    min_period_ns 34.97 \
    top_cell_area_share 0.7308 \
    simple_gate_share 0.06294 \
    wl_um 229000 \
    cp_max_fo 70 \
    cts_root_buffer "clkbuf_16" \
    clk_pin_slew_ns 0.05 \
    antenna_found_initial 7 \
    ys_cells 4803 \
    fin_crit_sh 0.4891 \
    grt_pass1_wl_um 331700 \
    die_area_um2 169900 \
    top_regs "bht_array.data x2048" \
    power.density_nw_per_um2 26.85 \
    setup_viol_count_final 0 \
    ys_sh_mux 0.1483 \
    xor_share 0 \
    largest_reg_flops 2048 \
    grt_max_degree 164 \
    vias_per_cell 6.192 \
    cp_cell_sequence "buf_8 -> buf_4 -> buf_4 -> buf_4 -> buf_12 -> buf_4 -> mux4_2 -> mux2i_1 -> o211ai_1 -> nor4_1 -> nor4_1 -> a21oi_1 -> o211ai_1 -> clkdlybuf4s50_1" \
    dp_slack_ns 36.65 \
    ios 29 \
    synth.cell_area_um2 84150 \
    fp_util 0.5032 \
    worst_pin_slew_ns 1.049 \
    portBuffers 28 \
    synthToLayoutAreaGrowth_pct 10.60 \
    ys_seq_share 0.7308 \
    yosys_warnings 2 \
    regMostFlops "bht_array.data" \
    die_w_um 412.2 \
    globalplace.congestion 0.8824 \
    ys_ff 2048 \
    worst-setup-path-type "input port to output pin" \
    top_logic_kind "multiplexers" \
    yosysMostFrequentCell "edfxtp_1" \
    core_um2 167200 \
    run_status "complete, no violations" \
    cts.path.max_buffers 3 \
    max_stage_delay_ns 0.72 \
    layout_setup_ws_ns 36.53 \
    grt_usage 0.3110 \
    min_path_type "input port to flop" \
    async_flop_share 0 \
    peakVddDrop_mv 0.02614 \
    edf_count 2048 \
    cts_tree "done" \
    area_leaders "edfxtp_1, mux4_2, nor2_1, mux2i_1, o221ai_1" \
    crit_path_start_kind "input port" \
    cts_num_sinks 2048 \
    ctsHtreeMaxLevel 4 \
    ant_nets 0 \
    tns_ns 0 \
    crit_top_cell "buf_4" \
    report.final.slew_viol_count 0 \
    top_area_cell "edfxtp_1" \
    drcViolationCount 0 \
    yosys.area_share.adder 0.0001189 \
    crit_arrival_ns 20.67 \
    max_freq_mhz 28.60 \
    netlist_instances 4803 \
    worstPathRequired_ns 57.20 \
    synth_cell_types 64 \
    rsz0062_at_grt "no" \
    cp_slowest_cell "nor4_1" \
    cts_resized 0 \
    synthTopCellsByCount "edfxtp_1, nor2_1, mux4_2" \
    syn_area_per_cell_um2 17.52 \
]
-- final cells by class --
type                       instances  area share
sequential                      2048      0.6608
multi-input combinational       2355      0.2223
clock buffer                     254     0.05755
tap                             2204     0.02963
timing repair buffer             212     0.01848
clock inverter                   120     0.01075
inverter                           6   0.0002823
antenna                            8   0.0002151
-- path summary, 6_finish.rpt --
path	startpoint	cells past startpoint	slack, ns	endpoint
setup / recovery	rindex[1]	14	36.53	pred[1]
hold / removal	windex[0]	4	14.44	bht_array.data[825][1]
-- critical path: cells and delay by family --
family                 cells  cell delay [ns]
buffers and inverters      7             4.00
and+or+nand+nor            2             0.85
AOI/OAI and AO/OA          3             0.79
muxes                      2             0.43
-- cell usage in the layout, fill, tap and decap left out, drive strengths merged, types with 6 or more instances in the layout --
cell type and instances:
mux2 7, nand2 96, buf 191, clkbuf 254
a22o 7, nand4 10, nor4 7, clkdlybuf4s50 21
mux4 444, o21ai 32, nor2b 11, nand2b 7
a211oi 19, a22oi 42, a21oi 81, bufinv 13
o22ai 53, diode 8, mux2i 229, clkinv 96
and3 8, nand3 46, clkinvlp 6, edfxtp 2048
o221ai 90, nor2 1061, o211ai 7, inv 11
nor3b 9, nor3 37, a221oi 6
-- power breakdown --
group	internal, uW	switching [uW]	total (uW)
Clock	577	448	1030
Sequential	1340	0.182	1340
Combinational	42.5	96.2	139
Total	1950	545	2500
-- metrics by stage --
stage / area, um^2 / util / total power [uW]
floorplan: 84150 / - / 1493
detailed placement: 86690 / 0.5184 / 1500
global route: 93050 / 0.5565 / 2567
finish: 93070 / 0.5566 / 2499
global placement: 86690 / 0.5184 / 1500
CTS: 93050 / 0.5565 / 2514
-- logic make-up after synthesis --
group,Yosys count
compound gates,356
fa+ha+maj,1
buf+inv,400
flops,2048
mux,680
simple gates,1318
-- per-layer routing --
layer / share of wire / wire [um] / vias up / track usage
met4: 0.033 / 7665 / 10 / 0.07899
met2: 0.46 / 104600 / 2529 / 0.4243
met1: 0.33 / 74570 / 22637 / 0.4240
li1: - / - / 19034 / -
met3: 0.18 / 42110 / 417 / 0.2407
met5: 0.00026 / 60 / - / 0
Power figures rest on the tool's default switching activity, not on a simulated workload.
