===== run.sh =====
#!/bin/bash
# OpenROAD 26Q1-2900-gdf79404cd8, Yosys 0.63+post, stock flow scripts
make -C /OpenROAD-flow-scripts/flow DESIGN_CONFIG=/design/flow/config.mk WORK_HOME=/design/flow/orfs finish

===== design.v =====
package rv32i_types;
typedef enum bit [6:0] {
    op_lui   = 7'b0110111,  
    op_auipc = 7'b0010111,  
    op_jal   = 7'b1101111,  
    op_jalr  = 7'b1100111,  
    op_br    = 7'b1100011,  
    op_load  = 7'b0000011,  
    op_store = 7'b0100011,  
    op_imm   = 7'b0010011,  
    op_reg   = 7'b0110011,  
    op_csr   = 7'b1110011   
} rv32i_opcode;
typedef enum bit [2:0] {
    beq  = 3'b000,
    bne  = 3'b001,
    blt  = 3'b100,
    bge  = 3'b101,
    bltu = 3'b110,
    bgeu = 3'b111
} branch_funct3_t;
typedef enum bit [2:0] {
    lb  = 3'b000,
    lh  = 3'b001,
    lw  = 3'b010,
    lbu = 3'b100,
    lhu = 3'b101
} load_funct3_t;
typedef enum bit [2:0] {
    sb = 3'b000,
    sh = 3'b001,
    sw = 3'b010
} store_funct3_t;
typedef enum bit [2:0] {
    add  = 3'b000,  
    sll  = 3'b001,
    slt  = 3'b010,
    sltu = 3'b011,
    axor = 3'b100,
    sr   = 3'b101,  
    aor  = 3'b110,
    aand = 3'b111
} arith_funct3_t;
typedef enum bit [2:0] {
    alu_add = 3'b000,
    alu_sll = 3'b001,
    alu_sra = 3'b010,
    alu_sub = 3'b011,
    alu_xor = 3'b100,
    alu_srl = 3'b101,
    alu_or  = 3'b110,
    alu_and = 3'b111
} alu_ops;
typedef struct packed {
    rv32i_opcode opcode;
    alu_ops aluop;
    branch_funct3_t cmpop;
    logic load_regfile;
    logic cmpmux_sel;
    logic alumux1_sel;
    logic mem_read;
    logic mem_write;
    logic [2:0] funct3;
    logic [2:0] memwbmux_sel;  
    logic [2:0] alumux2_sel;
    logic [4:0] rd;
    logic [4:0] rs1;
    logic [4:0] rs2;
    logic branch;
    logic jump;
    logic forwardA;
    logic forwardB;
} rv32i_control_word;
typedef logic [31:0] rv32i_word;
typedef logic [4:0] rv32i_reg;
typedef logic [3:0] rv32i_mem_wmask;
endpackage : rv32i_types
module data_array #(
    parameter s_offset = 5,
    parameter s_index = 3,
	 parameter s_mask   = 2**s_offset,
	 parameter s_line   = 8*s_mask,
	 parameter num_sets = 2**s_index
)
(
    input clk,
	 input read,
    input [s_mask-1:0] write_en,
    input [s_index-1:0] index,
    input [s_line-1:0] datain,
    output logic [s_line-1:0] dataout
);
logic [s_line-1:0] data [num_sets-1:0]  ;
logic [s_line-1:0] _dataout;
assign dataout = data[index];
initial
begin
    for (int i = 0; i < num_sets; i++)
    begin
        data[i] = 1'b0;
    end
end
always_ff @(posedge clk)
begin
    for (int i = 0; i < s_mask; i++)
    begin
		data[index][8*i +: 8] <= write_en[i] ? datain[8*i +: 8] : data[index][8*i +: 8];
    end
end
endmodule : data_array

===== constraint.sdc =====
current_design data_array

set clk_period 124.2
set clk_io_pct 0.2

create_clock -name clk0 -period $clk_period [get_ports {clk}]

set non_clock_inputs [all_inputs -no_clocks]
set_input_delay [expr $clk_period * $clk_io_pct] -clock clk0 $non_clock_inputs
set_output_delay [expr $clk_period * $clk_io_pct] -clock clk0 [all_outputs]

===== config.mk =====
export PLATFORM = sky130hd
export DESIGN_NAME = data_array
export DESIGN_NICKNAME = data_array
export VERILOG_FILES = /design/flow/design.v
export SDC_FILE = /design/flow/constraint.sdc
export NUM_CORES = 4
export LEC_CHECK = 1
export CORE_UTILIZATION = 30

==> run notes <==
run metrics: antenna violations before repair 35, root buffer cell clkbuf_16, RSZ-0062 raised after global routing no, Yosys top cell by instances edfxtp_1, Post-synth EDFFs 2048, Top FF cell, synth edfxtp_1, biggest regs data: 2048 flops, Synth top area share 75.8%, Chip Height 522 um, Post-synth regs 2048, Fillers 24000, chip area 273000 um2, Clk pwr share 40.1%, Distinct lib cells used 17, Sequential Power Share 51.6%, Tool Warnings 27, DR iter-0 viols 2066, first-pass GRT wire length 273000 um, biggest area cells edfxtp_1 76%, mux4_2 14%, mux2_2 6.0%, nand2b_1 1.2%, nand2_1 0.91%, register bank with the most flops data, Final min period 55390 ps, CTS max path bufs 4, comb. cell area 18600 um2, Mapped Cells 3642, ANT nets after route 0, Starting Density 30.2%, cts bufs inserted 218, grt total ovfl 0, number of port buffers 547, global-route usage over all layers 14.6%, yosys-reported design area after synthesis 81100 um2, required time of the critical path 99360 ps, P_int 1.23 mW, Lkg Pwr 30.9 nW, Max Fclk 18.1 MHz, largest net degree at the start of global routing 80, Post-synth top cells 2048 x edfxtp_1, 512 x mux4_2, 434 x mux2_2, 196 x nand2_1, 157 x nand2b_1, register area share after synthesis 75.8%, slowest CP cell buf_4, Ys Warns 1, crit path max fanout 79, number of global-route vias before repair 42100, drt wl/cell 23.0 um, Sw Pwr 0.332 mW, MaxCap Viol Count 0, final non-filler cell total 8057, hpwl dp 109000 um, Worst IR Drop VDD 0.0148 mV, syn avg cell area 22.3 um2, drt drc 0, Hold WS 973 ps, final setup fails 0, endpoints failing hold 0, clk latency of the worst-skew pair 890 ps, Worst-Margin Slew 782 ps, Tcrit/Tclk final 44.6%, Site Rows 190, DR vias/cell 4.76, status complete, no violations, via count 38400, most frequent CP cell buf_4, largest stage delay on the critical path 660 ps, fraction of registers with async set/reset 0%, clock sink total 2048, Logic pwr share 8.3%, yosys cell count 3642, placed insts 7663, hold_buf cts 0, CP Launch Type input port, max reg flops 2048, leading area contributor after synthesis edfxtp_1, clock skew 81.0 ps, fraction of layout cells with a size suffix above 1 30.7%, worst path cell trace buf_8 -> buf_4 -> buf_4 -> buf_4 -> buf_4 -> buf_4 -> buf_4 -> nand2_1 -> mux4_2 -> nand2_1 -> clkdlybuf4s50_1, clock tree from TritonCTS done, gpl congestion 0.767, buffer count from post-CTS setup fixing 0, CP Data Arrival Time 30550 ps, FF/Latch Area 61500 um2, IO Count 549, power per cell area 16.0 nW/um2, P&R area growth vs syn 20.7%, Worst Hold Class reg2reg, Post-Syn Area 81100 um2, Slew Viols, Final 0, Die X 522 um, Worst-path clk slew 60 ps, Slew headroom 47.9%, H-tree depth 4, # resized after CTS 0, Core Footprint 268000 um2, switching fraction of total power 21.3%, WS Path Type in2out, endpoint type of the worst setup path output pin, TritonRoute pass-1 iters 5, final wirelength 186000 um, setup TNS 0 ps
-- cell families after synthesis --
logic type | after synthesis | synth area share, %
multiplexers | 946 | 20.2
AND/OR/NAND/NOR | 400 | 2.35
AND-OR/OR-AND | 39 | 0.301
flip-flops | 2048 | 75.8
buffers and inverters | 209 | 1.32
-- through the flow --
stage	power (mW)	utilization, %	setup WS (ps)	instance area (um2)
3_3_place_gp	0.949	33.9	68800	91000
6_report	1.56	36.5	68810	97900
5_1_grt	1.62	36.5	68280	97900
3_5_place_dp	0.953	33.9	68700	91000
2_1_floorplan	0.898	-	73190	81100
4_1_cts	1.58	36.5	68690	97900
-- worst paths after layout --
| path | startpoint | to | slack [ps] | depth (start not counted) |
|---|---|---|---|---|
| worst max-delay path | index[2] | dataout[91] | 68810 | 11 |
| worst max register to register | data[6][5]$_DFFE_PP_ | data[2][5]$_DFFE_PP_ | 122340 | 3 |
| worst min register to register | data[6][23]$_DFFE_PP_ | data[4][23]$_DFFE_PP_ | 970 | 3 |
| worst min-delay path | data[6][23]$_DFFE_PP_ | data[4][23]$_DFFE_PP_ | 970 | 3 |
-- worst max-delay path: cells and delay by family --
| kind | cells | cell delay [ps] |
|---|---|---|
| buf+inv | 8 | 4670 |
| mux | 1 | 500 |
| simple gates | 2 | 190 |
-- cell usage in the layout (no fill, tap or decap), types with 3 or more instances in the layout --
cell type / Yosys / final
a31oi_1: 39 / 39
buf_12: 0 / 5
buf_4: 3 / 98
buf_8: 0 / 3
bufinv_16: 0 / 22
clkbuf_1: 80 / 38
clkbuf_16: 0 / 218
clkdlybuf4s50_1: 0 / 544
clkinv_1: 0 / 56
clkinv_16: 0 / 3
clkinv_2: 0 / 38
clkinvlp_4: 0 / 6
diode_2: 0 / 3
edfxtp_1: 2048 / 2048
inv_2: 27 / 26
inv_6: 0 / 3
mux2_2: 434 / 434
mux4_2: 512 / 512
nand2_1: 196 / 196
nand2b_1: 157 / 157
nor2_1: 42 / 39
nor2_4: 0 / 3
-- final cells by class --
type / count / share of cell area, %
timing repair buffer: 650 / 6.46
clock buffer: 256 / 5.72
inverter: 28 / 0.110
sequential: 2048 / 62.8
multi-input combinational: 1385 / 19.0
antenna: 3 / 0.00767
clock inverter: 135 / 1.35
tap: 3552 / 4.54
-- per-layer routing --
| metal | up-vias | GRT usage [%] | routed length (um) |
|---|---|---|---|
| li1 | 16500 | - | - |
| met2 | 2087 | 22.4 | 88800 |
| met1 | 19400 | 17.6 | 65000 |
| met3 | 315 | 9.94 | 27500 |
| met5 | - | 0.544 | 558 |
| met4 | 66 | 2.53 | 3820 |
-- power groups by stage --
stage	sequential [mW]	combinational, mW	clock (mW)
final	0.806	0.130	0.627
after global routing	0.808	0.142	0.669
after CTS	0.806	0.133	0.645
No activity file was given, so power comes from the tool's default toggle rates.
